$ cat ./design.v
module std_fp_add #(
    parameter WIDTH = 32,
    parameter INT_WIDTH = 16,
    parameter FRAC_WIDTH = 16
) (
    input  logic [WIDTH-1:0] left,
    input  logic [WIDTH-1:0] right,
    output logic [WIDTH-1:0] out
);
  assign out = left + right;
endmodule
module std_fp_sub #(
    parameter WIDTH = 32,
    parameter INT_WIDTH = 16,
    parameter FRAC_WIDTH = 16
) (
    input  logic [WIDTH-1:0] left,
    input  logic [WIDTH-1:0] right,
    output logic [WIDTH-1:0] out
);
  assign out = left - right;
endmodule
module std_fp_mult_pipe #(
    parameter WIDTH = 32,
    parameter INT_WIDTH = 16,
    parameter FRAC_WIDTH = 16,
    parameter SIGNED = 0
) (
    input  logic [WIDTH-1:0] left,
    input  logic [WIDTH-1:0] right,
    input  logic             go,
    input  logic             clk,
    input  logic             reset,
    output logic [WIDTH-1:0] out,
    output logic             done
);
  logic [WIDTH-1:0]          rtmp;
  logic [WIDTH-1:0]          ltmp;
  logic [(WIDTH << 1) - 1:0] out_tmp;
  logic done_buf[1:0];
  assign done = done_buf[1];
  assign out = out_tmp[(WIDTH << 1) - INT_WIDTH - 1 : WIDTH - INT_WIDTH];
  logic start;
  assign start = go;
  always_ff @(posedge clk) begin
    if (start)
      done_buf[0] <= 1;
    else
      done_buf[0] <= 0;
  end
  always_ff @(posedge clk) begin
    if (go) begin
      done_buf[1] <= done_buf[0];
    end else begin
      done_buf[1] <= 0;
    end
  end
  always_ff @(posedge clk) begin
    if (reset) begin
      rtmp <= 0;
      ltmp <= 0;
    end else if (go) begin
      if (SIGNED) begin
        rtmp <= $signed(right);
        ltmp <= $signed(left);
      end else begin
        rtmp <= right;
        ltmp <= left;
      end
    end else begin
      rtmp <= 0;
      ltmp <= 0;
    end
  end
  always_ff @(posedge clk) begin
    if (reset) begin
      out_tmp <= 0;
    end else if (go) begin
      if (SIGNED) begin
        out_tmp <= $signed(
          { {WIDTH{ltmp[WIDTH-1]}}, ltmp} *
          { {WIDTH{rtmp[WIDTH-1]}}, rtmp}
        );
      end else begin
        out_tmp <= ltmp * rtmp;
      end
    end else begin
      out_tmp <= out_tmp;
    end
  end
endmodule
module std_fp_div_pipe #(
  parameter WIDTH = 32,
  parameter INT_WIDTH = 16,
  parameter FRAC_WIDTH = 16
) (
    input  logic             go,
    input  logic             clk,
    input  logic             reset,
    input  logic [WIDTH-1:0] left,
    input  logic [WIDTH-1:0] right,
    output logic [WIDTH-1:0] out_remainder,
    output logic [WIDTH-1:0] out_quotient,
    output logic             done
);
    localparam ITERATIONS = WIDTH + FRAC_WIDTH;
    logic [WIDTH-1:0] quotient, quotient_next;
    logic [WIDTH:0] acc, acc_next;
    logic [$clog2(ITERATIONS)-1:0] idx;
    logic start, running, finished, dividend_is_zero;
    assign start = go && !running;
    assign dividend_is_zero = start && left == 0;
    assign finished = idx == ITERATIONS - 1 && running;
    always_ff @(posedge clk) begin
      if (reset || finished || dividend_is_zero)
        running <= 0;
      else if (start)
        running <= 1;
      else
        running <= running;
    end
    always_comb begin
      if (acc >= {1'b0, right}) begin
        acc_next = acc - right;
        {acc_next, quotient_next} = {acc_next[WIDTH-1:0], quotient, 1'b1};
      end else begin
        {acc_next, quotient_next} = {acc, quotient} << 1;
      end
    end
    always_ff @(posedge clk) begin
      if (dividend_is_zero || finished)
        done <= 1;
      else
        done <= 0;
    end
    always_ff @(posedge clk) begin
      if (running)
        idx <= idx + 1;
      else
        idx <= 0;
    end
    always_ff @(posedge clk) begin
      if (reset) begin
        out_quotient <= 0;
        out_remainder <= 0;
      end else if (start) begin
        out_quotient <= 0;
        out_remainder <= left;
      end else if (go == 0) begin
        out_quotient <= out_quotient;
        out_remainder <= out_remainder;
      end else if (dividend_is_zero) begin
        out_quotient <= 0;
        out_remainder <= 0;
      end else if (finished) begin
        out_quotient <= quotient_next;
        out_remainder <= out_remainder;
      end else begin
        out_quotient <= out_quotient;
        if (right <= out_remainder)
          out_remainder <= out_remainder - right;
        else
          out_remainder <= out_remainder;
      end
    end
    always_ff @(posedge clk) begin
      if (reset) begin
        acc <= 0;
        quotient <= 0;
      end else if (start) begin
        {acc, quotient} <= {{WIDTH{1'b0}}, left, 1'b0};
      end else begin
        acc <= acc_next;
        quotient <= quotient_next;
      end
    end
endmodule
module std_fp_gt #(
    parameter WIDTH = 32,
    parameter INT_WIDTH = 16,
    parameter FRAC_WIDTH = 16
) (
    input  logic [WIDTH-1:0] left,
    input  logic [WIDTH-1:0] right,
    output logic             out
);
  assign out = left > right;
endmodule
module std_fp_sadd #(
    parameter WIDTH = 32,
    parameter INT_WIDTH = 16,
    parameter FRAC_WIDTH = 16
) (
    input  signed [WIDTH-1:0] left,
    input  signed [WIDTH-1:0] right,
    output signed [WIDTH-1:0] out
);
  assign out = $signed(left + right);
endmodule
module std_fp_ssub #(
    parameter WIDTH = 32,
    parameter INT_WIDTH = 16,
    parameter FRAC_WIDTH = 16
) (
    input  signed [WIDTH-1:0] left,
    input  signed [WIDTH-1:0] right,
    output signed [WIDTH-1:0] out
);
  assign out = $signed(left - right);
endmodule
module std_fp_smult_pipe #(
    parameter WIDTH = 32,
    parameter INT_WIDTH = 16,
    parameter FRAC_WIDTH = 16
) (
    input  [WIDTH-1:0]              left,
    input  [WIDTH-1:0]              right,
    input  logic                    reset,
    input  logic                    go,
    input  logic                    clk,
    output logic [WIDTH-1:0]        out,
    output logic                    done
);
  std_fp_mult_pipe #(
    .WIDTH(WIDTH),
    .INT_WIDTH(INT_WIDTH),
    .FRAC_WIDTH(FRAC_WIDTH),
    .SIGNED(1)
  ) comp (
    .clk(clk),
    .done(done),
    .reset(reset),
    .go(go),
    .left(left),
    .right(right),
    .out(out)
  );
endmodule
module std_fp_sdiv_pipe #(
    parameter WIDTH = 32,
    parameter INT_WIDTH = 16,
    parameter FRAC_WIDTH = 16
) (
    input                     clk,
    input                     go,
    input                     reset,
    input  signed [WIDTH-1:0] left,
    input  signed [WIDTH-1:0] right,
    output signed [WIDTH-1:0] out_quotient,
    output signed [WIDTH-1:0] out_remainder,
    output logic              done
);
  logic signed [WIDTH-1:0] left_abs, right_abs, comp_out_q, comp_out_r, right_save, out_rem_intermediate;
  logic different_signs, left_sign, right_sign;
  always_ff @(posedge clk) begin
    if (go) begin
      right_save <= right_abs;
      left_sign <= left[WIDTH-1];
      right_sign <= right[WIDTH-1];
    end else begin
      left_sign <= left_sign;
      right_save <= right_save;
      right_sign <= right_sign;
    end
  end
  assign right_abs = right[WIDTH-1] ? -right : right;
  assign left_abs = left[WIDTH-1] ? -left : left;
  assign different_signs = left_sign ^ right_sign;
  assign out_quotient = different_signs ? -comp_out_q : comp_out_q;
  assign out_rem_intermediate = different_signs & |comp_out_r ? $signed(right_save - comp_out_r) : comp_out_r;
  assign out_remainder = right_sign ? -out_rem_intermediate : out_rem_intermediate;
  std_fp_div_pipe #(
    .WIDTH(WIDTH),
    .INT_WIDTH(INT_WIDTH),
    .FRAC_WIDTH(FRAC_WIDTH)
  ) comp (
    .reset(reset),
    .clk(clk),
    .done(done),
    .go(go),
    .left(left_abs),
    .right(right_abs),
    .out_quotient(comp_out_q),
    .out_remainder(comp_out_r)
  );
endmodule
module std_fp_sgt #(
    parameter WIDTH = 32,
    parameter INT_WIDTH = 16,
    parameter FRAC_WIDTH = 16
) (
    input  logic signed [WIDTH-1:0] left,
    input  logic signed [WIDTH-1:0] right,
    output logic signed             out
);
  assign out = $signed(left > right);
endmodule
module std_fp_slt #(
    parameter WIDTH = 32,
    parameter INT_WIDTH = 16,
    parameter FRAC_WIDTH = 16
) (
   input logic signed [WIDTH-1:0] left,
   input logic signed [WIDTH-1:0] right,
   output logic signed            out
);
  assign out = $signed(left < right);
endmodule
module std_mult_pipe #(
    parameter WIDTH = 32
) (
    input  logic [WIDTH-1:0] left,
    input  logic [WIDTH-1:0] right,
    input  logic             reset,
    input  logic             go,
    input  logic             clk,
    output logic [WIDTH-1:0] out,
    output logic             done
);
  std_fp_mult_pipe #(
    .WIDTH(WIDTH),
    .INT_WIDTH(WIDTH),
    .FRAC_WIDTH(0),
    .SIGNED(0)
  ) comp (
    .reset(reset),
    .clk(clk),
    .done(done),
    .go(go),
    .left(left),
    .right(right),
    .out(out)
  );
endmodule
module std_div_pipe #(
    parameter WIDTH = 32
) (
    input                    reset,
    input                    clk,
    input                    go,
    input        [WIDTH-1:0] left,
    input        [WIDTH-1:0] right,
    output logic [WIDTH-1:0] out_remainder,
    output logic [WIDTH-1:0] out_quotient,
    output logic             done
);
  logic [WIDTH-1:0] dividend;
  logic [(WIDTH-1)*2:0] divisor;
  logic [WIDTH-1:0] quotient;
  logic [WIDTH-1:0] quotient_msk;
  logic start, running, finished, dividend_is_zero;
  assign start = go && !running;
  assign finished = quotient_msk == 0 && running;
  assign dividend_is_zero = start && left == 0;
  always_ff @(posedge clk) begin
    if (finished || dividend_is_zero)
      done <= 1;
    else
      done <= 0;
  end
  always_ff @(posedge clk) begin
    if (reset || finished || dividend_is_zero)
      running <= 0;
    else if (start)
      running <= 1;
    else
      running <= running;
  end
  always_ff @(posedge clk) begin
    if (dividend_is_zero || start) begin
      out_quotient <= 0;
      out_remainder <= 0;
    end else if (finished) begin
      out_quotient <= quotient;
      out_remainder <= dividend;
    end else begin
      out_quotient <= out_quotient;
      out_remainder <= out_remainder;
    end
  end
  always_ff @(posedge clk) begin
    if (start)
      quotient_msk <= 1 << WIDTH - 1;
    else if (running)
      quotient_msk <= quotient_msk >> 1;
    else
      quotient_msk <= quotient_msk;
  end
  always_ff @(posedge clk) begin
    if (start)
      quotient <= 0;
    else if (divisor <= dividend)
      quotient <= quotient | quotient_msk;
    else
      quotient <= quotient;
  end
  always_ff @(posedge clk) begin
    if (start)
      dividend <= left;
    else if (divisor <= dividend)
      dividend <= dividend - divisor;
    else
      dividend <= dividend;
  end
  always_ff @(posedge clk) begin
    if (start) begin
      divisor <= right << WIDTH - 1;
    end else if (finished) begin
      divisor <= 0;
    end else begin
      divisor <= divisor >> 1;
    end
  end
endmodule
module std_sadd #(
    parameter WIDTH = 32
) (
    input  signed [WIDTH-1:0] left,
    input  signed [WIDTH-1:0] right,
    output signed [WIDTH-1:0] out
);
  assign out = $signed(left + right);
endmodule
module std_ssub #(
    parameter WIDTH = 32
) (
    input  signed [WIDTH-1:0] left,
    input  signed [WIDTH-1:0] right,
    output signed [WIDTH-1:0] out
);
  assign out = $signed(left - right);
endmodule
module std_smult_pipe #(
    parameter WIDTH = 32
) (
    input  logic                    reset,
    input  logic                    go,
    input  logic                    clk,
    input  signed       [WIDTH-1:0] left,
    input  signed       [WIDTH-1:0] right,
    output logic signed [WIDTH-1:0] out,
    output logic                    done
);
  std_fp_mult_pipe #(
    .WIDTH(WIDTH),
    .INT_WIDTH(WIDTH),
    .FRAC_WIDTH(0),
    .SIGNED(1)
  ) comp (
    .reset(reset),
    .clk(clk),
    .done(done),
    .go(go),
    .left(left),
    .right(right),
    .out(out)
  );
endmodule
module std_sdiv_pipe #(
    parameter WIDTH = 32
) (
    input                           reset,
    input                           clk,
    input                           go,
    input  logic signed [WIDTH-1:0] left,
    input  logic signed [WIDTH-1:0] right,
    output logic signed [WIDTH-1:0] out_quotient,
    output logic signed [WIDTH-1:0] out_remainder,
    output logic                    done
);
  logic signed [WIDTH-1:0] left_abs, right_abs, comp_out_q, comp_out_r, right_save, out_rem_intermediate;
  logic different_signs, left_sign, right_sign;
  always_ff @(posedge clk) begin
    if (go) begin
      right_save <= right_abs;
      left_sign <= left[WIDTH-1];
      right_sign <= right[WIDTH-1];
    end else begin
      left_sign <= left_sign;
      right_save <= right_save;
      right_sign <= right_sign;
    end
  end
  assign right_abs = right[WIDTH-1] ? -right : right;
  assign left_abs = left[WIDTH-1] ? -left : left;
  assign different_signs = left_sign ^ right_sign;
  assign out_quotient = different_signs ? -comp_out_q : comp_out_q;
  assign out_rem_intermediate = different_signs & |comp_out_r ? $signed(right_save - comp_out_r) : comp_out_r;
  assign out_remainder = right_sign ? -out_rem_intermediate : out_rem_intermediate;
  std_div_pipe #(
    .WIDTH(WIDTH)
  ) comp (
    .reset(reset),
    .clk(clk),
    .done(done),
    .go(go),
    .left(left_abs),
    .right(right_abs),
    .out_quotient(comp_out_q),
    .out_remainder(comp_out_r)
  );
endmodule
module std_sgt #(
    parameter WIDTH = 32
) (
    input  signed [WIDTH-1:0] left,
    input  signed [WIDTH-1:0] right,
    output signed             out
);
  assign out = $signed(left > right);
endmodule
module std_slt #(
    parameter WIDTH = 32
) (
    input  signed [WIDTH-1:0] left,
    input  signed [WIDTH-1:0] right,
    output signed             out
);
  assign out = $signed(left < right);
endmodule
module std_seq #(
    parameter WIDTH = 32
) (
    input  signed [WIDTH-1:0] left,
    input  signed [WIDTH-1:0] right,
    output signed             out
);
  assign out = $signed(left == right);
endmodule
module std_sneq #(
    parameter WIDTH = 32
) (
    input  signed [WIDTH-1:0] left,
    input  signed [WIDTH-1:0] right,
    output signed             out
);
  assign out = $signed(left != right);
endmodule
module std_sge #(
    parameter WIDTH = 32
) (
    input  signed [WIDTH-1:0] left,
    input  signed [WIDTH-1:0] right,
    output signed             out
);
  assign out = $signed(left >= right);
endmodule
module std_sle #(
    parameter WIDTH = 32
) (
    input  signed [WIDTH-1:0] left,
    input  signed [WIDTH-1:0] right,
    output signed             out
);
  assign out = $signed(left <= right);
endmodule
module std_slsh #(
    parameter WIDTH = 32
) (
    input  signed [WIDTH-1:0] left,
    input  signed [WIDTH-1:0] right,
    output signed [WIDTH-1:0] out
);
  assign out = left <<< right;
endmodule
module std_srsh #(
    parameter WIDTH = 32
) (
    input  signed [WIDTH-1:0] left,
    input  signed [WIDTH-1:0] right,
    output signed [WIDTH-1:0] out
);
  assign out = left >>> right;
endmodule
module std_signext #(
  parameter IN_WIDTH  = 32,
  parameter OUT_WIDTH = 32
) (
  input wire logic [IN_WIDTH-1:0]  in,
  output logic     [OUT_WIDTH-1:0] out
);
  localparam EXTEND = OUT_WIDTH - IN_WIDTH;
  assign out = { {EXTEND {in[IN_WIDTH-1]}}, in};
endmodule
module std_const_mult #(
    parameter WIDTH = 32,
    parameter VALUE = 1
) (
    input  signed [WIDTH-1:0] in,
    output signed [WIDTH-1:0] out
);
  assign out = in * VALUE;
endmodule
$ cat ./run.sh
#!/bin/bash
# OpenROAD 26Q1-2900-gdf79404cd8, Yosys 0.63+post, stock flow scripts
make -C /OpenROAD-flow-scripts/flow DESIGN_CONFIG=/design/flow/config.mk WORK_HOME=/design/flow/orfs finish
$ cat ./config.mk
export PLATFORM = sky130hd
export DESIGN_NAME = std_fp_sdiv_pipe
export DESIGN_NICKNAME = std_fp_sdiv_pipe
export VERILOG_FILES = /design/flow/design.v
export SDC_FILE = /design/flow/constraint.sdc
export NUM_CORES = 4
export LEC_CHECK = 1
export CORE_UTILIZATION = 40
$ cat ./constraint.sdc
current_design std_fp_sdiv_pipe

set clk_period 23.0
set clk_io_pct 0.2

create_clock -name clk0 -period $clk_period [get_ports {clk}]

set non_clock_inputs [all_inputs -no_clocks]
set_input_delay [expr $clk_period * $clk_io_pct] -clock clk0 $non_clock_inputs
set_output_delay [expr $clk_period * $clk_io_pct] -clock clk0 [all_outputs]
==> metrics.txt <==
# HELP chip_impl_metric Physical implementation figures
# TYPE chip_impl_metric gauge
chip_impl_info{name="status",value="completed"} 1
chip_impl_metric{name="vias",unit=""} 14000
chip_impl_metric{name="max_stage_delay",unit="ns"} 0.62
chip_impl_metric{name="internal_power",unit="mW"} 0.711
chip_impl_metric{name="report.final.setup_viol",unit=""} 0
chip_impl_metric{name="clkSlewWorstSetupHoldPaths",unit="ns"} 0.08
chip_impl_metric{name="area_growth_syn_to_layout",unit="%"} 15.9
chip_impl_metric{name="cellPowerDensity",unit="nW/um^2"} 70.4
chip_impl_metric{name="r2r_slack",unit="ns"} 19.04
chip_impl_metric{name="flop_area",unit="sq um"} 3760
chip_impl_metric{name="number_of_cells_on_the_worst_reg_to_reg_path",unit=""} 15
chip_impl_metric{name="vdd_ir_drop_max",unit="mV"} 0.0495
chip_impl_metric{name="syn_area_per_cell",unit="sq um"} 7.72
chip_impl_metric{name="synth.cellmix.simpleShare",unit="%"} 21.1
chip_impl_metric{name="number_of_design_rule_violations_left_after_detail_routing",unit=""} 0
chip_impl_metric{name="timing_max_transition_violations_final",unit=""} 0
chip_impl_metric{name="clock_sink_count",unit=""} 171
chip_impl_metric{name="finalSetupTns",unit="ns"} 0
chip_impl_metric{name="die_h",unit="microns"} 193
chip_impl_metric{name="worst_pin_slew",unit="ns"} 0.772
chip_impl_metric{name="antenna_violating_nets_post_route",unit=""} 0
chip_impl_info{name="critical_path_class",value="flop to primary output"} 1
chip_impl_metric{name="pwr-share-comb",unit="%"} 44.7
chip_impl_metric{name="finalClockPeriodUsage",unit="%"} 44.2
chip_impl_metric{name="worstSkewPairLatency",unit="ns"} 0.45
chip_impl_info{name="mostFrequentLayoutCell",value="sky130_fd_sc_hd__nand2_1"} 1
chip_impl_info{name="crit_start",value="comp.out_remainder[1]"} 1
chip_impl_info{name="critical_path.reg2reg.startpoint",value="comp.out_remainder[0]"} 1
chip_impl_metric{name="power.share.switching",unit="%"} 40.3
chip_impl_metric{name="holdBufCountCts",unit=""} 0
chip_impl_metric{name="yosysUniqueCellTypes",unit=""} 87
chip_impl_metric{name="cts_resized",unit=""} 0
chip_impl_metric{name="drt_pre_antenna_iters",unit=""} 7
chip_impl_metric{name="detailed_place_hpwl",unit="microns"} 37200
chip_impl_metric{name="ys_sh_adder",unit="%"} 8.84
chip_impl_metric{name="synth.mux.area_fraction",unit="%"} 1.25
chip_impl_metric{name="core_util_floorplan",unit="%"} 40.9
chip_impl_metric{name="xor_area_share",unit="%"} 11.4
chip_impl_metric{name="synth-warning-count",unit=""} 2
chip_impl_metric{name="placement.io_buffers",unit=""} 131
chip_impl_metric{name="die-area",unit="sq um"} 37300
chip_impl_metric{name="power.share.sequential",unit="%"} 29.6
chip_impl_metric{name="logic_area",unit="sq um"} 10100
chip_impl_metric{name="cp_max_fo",unit=""} 7
chip_impl_metric{name="number_of_antenna_violations_at_the_first_check_in_global_routing",unit=""} 1
chip_impl_metric{name="cp.required",unit="ns"} 18.40
chip_impl_metric{name="postSynthSeqShare",unit="%"} 25.7
chip_impl_metric{name="clock.fmax",unit="MHz"} 98.3
chip_impl_metric{name="leakage_power_summed_over_all_cells",unit="nW"} 6.73
chip_impl_metric{name="wl_per_cell",unit="microns"} 19.1
chip_impl_metric{name="slew_headroom",unit="%"} 48.5
chip_impl_info{name="hold_path_class",value="flop to flop"} 1
chip_impl_metric{name="finalWeightedCongestion",unit=""} 0.988
chip_impl_metric{name="pwr-share-clk",unit="%"} 25.7
chip_impl_metric{name="max-clock-path-buffers",unit=""} 2
chip_impl_metric{name="critPathArrivalTime",unit="ns"} 5.57
chip_impl_metric{name="fraction_of_final_layout_cells_sized_beyond_drive_strength_1",unit="%"} 4.83
chip_impl_info{name="clockRootBuffer",value="sky130_fd_sc_hd__clkbuf_16"} 1
chip_impl_metric{name="yosys_aoi_share",unit="%"} 26.1
chip_impl_metric{name="die.size.x",unit="microns"} 193
chip_impl_metric{name="rows",unit=""} 69
chip_impl_metric{name="grt_usage",unit="%"} 25.5
chip_impl_metric{name="warnings",unit=""} 25
chip_impl_metric{name="design.core.area",unit="sq um"} 35700
chip_impl_info{name="worstPathCellList",value="inv_1, ha_1, nor2b_1, o2111ai_1, a311oi_1, a311o_1, a2111oi_0, or4_1, and3_1, nand4_1, or3b_1, o41ai_1, xnor2_1, clkdlybuf4s50_1"} 1
chip_impl_metric{name="vias_per_cell",unit=""} 5.73
chip_impl_metric{name="globalRoute.totalOverflow",unit=""} 0
chip_impl_info{name="rsz0062_at_grt",value="no"} 1
chip_impl_metric{name="total_power",unit="mW"} 1.19
chip_impl_metric{name="n_antenna_cell",unit=""} 0
chip_impl_metric{name="maxCapViolations",unit=""} 0
chip_impl_info{name="synthTopLogicFamily",value="AND-OR/OR-AND gates"} 1
chip_impl_info{name="critical_path.endpoint",value="out_remainder[31]"} 1
chip_impl_metric{name="power.net_switching",unit="mW"} 0.481
chip_impl_metric{name="grt_pass1_wl",unit="microns"} 73100
chip_impl_metric{name="netlist_area",unit="sq um"} 14600
chip_impl_info{name="ys.flop_type",value="sky130_fd_sc_hd__dfxtp_1"} 1
chip_impl_metric{name="chip_area_estimate_from_yosys_synthesis",unit="sq um"} 14600
chip_impl_metric{name="final.fill_count",unit=""} 3461
chip_impl_metric{name="ys_seq_elements",unit=""} 171
chip_impl_metric{name="top_ports",unit=""} 132
chip_impl_metric{name="place_area",unit="sq um"} 16300
chip_impl_metric{name="grt_pass1_vias",unit=""} 12800
chip_impl_info{name="setup_crit_start_kind",value="flop"} 1
chip_impl_info{name="cts_tree",value="yes"} 1
chip_impl_metric{name="cts_inserted_buffers",unit=""} 17
chip_impl_metric{name="first_iter_violations",unit=""} 1011
chip_impl_metric{name="finalCriticalPeriod",unit="ns"} 10.17
chip_impl_metric{name="grt_start_max_net_pins",unit=""} 66
chip_impl_metric{name="hold_violations",unit=""} 0
chip_impl_info{name="timing.rr.end",value="comp.out_remainder[25]"} 1
chip_impl_metric{name="layout.cell_area.non_filler",unit="sq um"} 17000
chip_impl_info{name="critical_path.endpoint_type",value="primary output"} 1
chip_impl_metric{name="asyncSetResetFlopFracSynth",unit="%"} 0
chip_impl_info{name="timing.critical_path.slowest_stage_cell",value="sky130_fd_sc_hd__o2111ai_1"} 1
chip_impl_info{name="layout_top_cells",value="201 x sky130_fd_sc_hd__nand2_1, 154 x sky130_fd_sc_hd__nor2_1, 151 x sky130_fd_sc_hd__a21oi_1, 137 x sky130_fd_sc_hd__dfxtp_1, 129 x sky130_fd_sc_hd__clkdlybuf4s50_1"} 1
chip_impl_metric{name="yosys_cells",unit=""} 1896
chip_impl_metric{name="max_h_tree_level",unit=""} 4
chip_impl_metric{name="drt-total-wl",unit="microns"} 46800
chip_impl_metric{name="enable_flop_cells",unit=""} 34
chip_impl_metric{name="cts.repair_timing.setup_buffer_count",unit=""} 0
chip_impl_metric{name="postSynthCellCount",unit=""} 1896
chip_impl_metric{name="clock-skew-final",unit="ns"} 0.0175
cells by family (layout without fill, tap and decap cells):
group	Yosys count	after routing
AND/OR/NAND/NOR	636	636
AND-OR/OR-AND	572	572
buffers and inverters	207	300
XOR/XNOR	190	190
flip-flops	171	171
adder cells (fa/ha/maj)	102	102
multiplexers	18	18
power groups by stage:
stage	registers [mW]	clock network (mW)	logic, mW
4_1_cts	0.352	0.311	0.531
5_1_grt	0.355	0.323	0.589
6_report	0.353	0.306	0.534
area by class of cell:
class                      count  area share (%)
clock buffer                  17            2.51
clock inverter                15            1.23
tap                          461            3.40
sequential                   171            22.2
multi-input combinational   1518            59.5
timing repair buffer         153            8.65
inverter                     115            2.55
registers in the layout, summed over array words and instances (netlist names):
signal,flops
comp.idx,6
right_sign,1
comp.done,1
left_sign,1
comp.quotient,32
comp.acc,33
comp.out_remainder,32
comp.out_quotient,32
comp.running,1
right_save,32
cell usage after synthesis (all sizes together) (19+ instances only):
master / instances / area (sq um)
a211oi: 52 / 395
a21o: 32 / 240
a21oi: 152 / 761
a22o: 32 / 280
a31oi: 19 / 119
and2: 21 / 131
buf: 23 / 124
clkbuf: 69 / 259
dfxtp: 137 / 2740
edfxtp: 34 / 1020
ha: 97 / 1210
inv: 115 / 432
nand2: 201 / 754
nand2b: 21 / 131
nand3: 41 / 205
nand4: 22 / 138
nor2: 154 / 578
nor3: 49 / 250
o21a: 20 / 150
o21ai: 114 / 574
o31ai: 47 / 358
or3: 27 / 169
xnor2: 113 / 990
xor2: 77 / 682
how the worst min path moves through the flow:
| stage | slack [ns] | end | startpoint | cells after the start |
|---|---|---|---|---|
| global route | 0.47 | comp.acc[0] | comp.quotient[31] | 2 |
| CTS | 0.45 | comp.acc[0] | comp.quotient[31] | 2 |
| finish | 0.45 | comp.acc[0] | comp.quotient[31] | 2 |
stage by stage:
step           hold WS [ns]  util [%]  setup WS [ns]  cells
2_1_floorplan         0.422         -          13.70   1896
3_3_place_gp          0.440      45.6          12.76   2418
3_5_place_dp          0.439      45.6          12.71   2418
4_1_cts               0.452      47.4          12.88   2450
5_1_grt               0.475      47.4          12.57   2450
6_report              0.448      47.4          12.83   2450
critical path: cells and delay by family, from the launching register on:
family / cells / cell delay, ns
buffers and inverters: 2 / 0.66
AND/OR/NAND/NOR: 5 / 1.12
AND-OR/OR-AND: 5 / 2.38
adder cells (fa/ha/maj): 1 / 0.29
XOR/XNOR: 1 / 0.17
flip-flops: 1 / 0.49
per-layer routing:
| metal | GRT usage, % | vias to the layer above | wire length [microns] |
|---|---|---|---|
| met2 | 35.6 | 414 | 18900 |
| met1 | 41.5 | 6502 | 23500 |
| met4 | 5.16 | 2 | 1170 |
| met3 | 4.71 | 44 | 3140 |
| li1 | - | 7066 | - |
| met5 | 0 | - | 13 |
No activity file was given, so power comes from the tool's default toggle rates.
